$ cat ./config.mk
export PLATFORM = sky130hd
export DESIGN_NAME = memory_sdram
export DESIGN_NICKNAME = memory_sdram
export VERILOG_FILES = /design/flow/design.v
export SDC_FILE = /design/flow/constraint.sdc
export NUM_CORES = 4
export LEC_CHECK = 1
export CORE_UTILIZATION = 50
$ cat ./constraint.sdc
current_design memory_sdram

set clk_period 4.2
set clk_io_pct 0.2

create_clock -name clk0 -period $clk_period [get_ports {clk}]

set non_clock_inputs [all_inputs -no_clocks]
set_input_delay [expr $clk_period * $clk_io_pct] -clock clk0 $non_clock_inputs
set_output_delay [expr $clk_period * $clk_io_pct] -clock clk0 [all_outputs]
$ cat ./design.v
interface fifo_bus ();
    logic rx_empty;
    logic rx_read;
    logic [7:0] rx_rdata;
    logic tx_full;
    logic tx_write;
    logic [7:0] tx_wdata;
    modport controller (
        input rx_empty,
        output rx_read,
        input rx_rdata,
        input tx_full,
        output tx_write,
        output tx_wdata
    );
    modport fifo (
        output rx_empty,
        input rx_read,
        output rx_rdata,
        output tx_full,
        input tx_write,
        input tx_wdata
    );
endinterface
interface dma_scb ();
    logic start;
    logic stop;
    logic busy;
    logic direction;
    logic byte_swap;
    logic [26:0] starting_address;
    logic [26:0] transfer_length;
    modport controller (
        output start,
        output stop,
        input busy,
        output direction,
        output byte_swap,
        output starting_address,
        output transfer_length
    );
    modport dma (
        input start,
        input stop,
        output busy,
        input direction,
        input byte_swap,
        input starting_address,
        input transfer_length
    );
endinterface
interface mem_bus ();
    logic request;
    logic ack;
    logic write;
    logic [1:0] wmask;
    logic [26:0] address;
    logic [15:0] rdata;
    logic [15:0] wdata;
    modport controller (
        output request,
        input ack,
        output write,
        output wmask,
        output address,
        input rdata,
        output wdata
    );
    modport memory (
        input request,
        output ack,
        input write,
        input wmask,
        input address,
        output rdata,
        input wdata
    );
endinterface
interface n64_scb ();
    logic n64_reset;
    logic n64_nmi;
    logic bootloader_enabled;
    logic rom_write_enabled;
    logic rom_shadow_enabled;
    logic rom_extended_enabled;
    logic sram_enabled;
    logic sram_banked;
    logic flashram_enabled;
    logic dd_enabled;
    logic ddipl_enabled;
    logic eeprom_enabled;
    logic eeprom_16k_mode;
    logic dd_write;
    logic [6:0] dd_address;
    logic [15:0] dd_rdata;
    logic [15:0] dd_wdata;
    logic flashram_pending;
    logic flashram_done;
    logic [9:0] flashram_page;
    logic flashram_sector_or_all;
    logic flashram_write_or_erase;
    logic flashram_read_mode;
    logic flashram_write;
    logic [5:0] flashram_address;
    logic [15:0] flashram_wdata;
    logic sram_done;
    logic eeprom_write;
    logic [10:0] eeprom_address;
    logic [7:0] eeprom_rdata;
    logic [7:0] eeprom_wdata;
    logic rtc_pending;
    logic rtc_done;
    logic rtc_wdata_valid;
    logic [42:0] rtc_rdata;
    logic [42:0] rtc_wdata;
    logic cfg_unlock;
    logic cfg_pending;
    logic cfg_done;
    logic cfg_error;
    logic [7:0] cfg_cmd;
    logic [31:0] cfg_rdata [0:1];
    logic [31:0] cfg_wdata [0:1];
    logic [31:0] cfg_identifier;
    logic btn_irq;
    logic usb_irq;
    logic aux_irq;
    logic aux_pending;
    logic [31:0] aux_rdata;
    logic [31:0] aux_wdata;
    logic [15:0] save_count;
    logic cic_invalid_region;
    logic cic_disabled;
    logic cic_64dd_mode;
    logic cic_region;
    logic [7:0] cic_seed;
    logic [47:0] cic_checksum;
    logic [3:0] cic_debug_step;
    logic pi_sdram_active;
    logic pi_flash_active;
    logic [31:0] pi_debug_address;
    logic [16:0] pi_debug_rw_count;
    logic pi_debug_direction;
    logic [3:0] pi_debug_fifo_flags;
    modport controller (
        input n64_reset,
        input n64_nmi,
        output bootloader_enabled,
        output rom_write_enabled,
        output rom_shadow_enabled,
        output rom_extended_enabled,
        output sram_enabled,
        output sram_banked,
        output flashram_enabled,
        output dd_enabled,
        output ddipl_enabled,
        output eeprom_enabled,
        output eeprom_16k_mode,
        input flashram_pending,
        output flashram_done,
        input flashram_page,
        input flashram_sector_or_all,
        input flashram_write_or_erase,
        input rtc_pending,
        output rtc_done,
        output rtc_wdata_valid,
        input rtc_rdata,
        output rtc_wdata,
        input cfg_pending,
        output cfg_done,
        output cfg_error,
        input cfg_cmd,
        input cfg_rdata,
        output cfg_wdata,
        output cfg_identifier,
        output btn_irq,
        output usb_irq,
        output aux_irq,
        input aux_pending,
        input aux_rdata,
        output aux_wdata,
        input save_count,
        input cic_invalid_region,
        output cic_disabled,
        output cic_64dd_mode,
        output cic_region,
        output cic_seed,
        output cic_checksum,
        input cic_debug_step,
        input pi_debug_address,
        input pi_debug_rw_count,
        input pi_debug_direction,
        input pi_debug_fifo_flags
    );
    modport pi (
        output n64_reset,
        output n64_nmi,
        input bootloader_enabled,
        input rom_write_enabled,
        input rom_shadow_enabled,
        input rom_extended_enabled,
        input sram_enabled,
        input sram_banked,
        input flashram_enabled,
        input dd_enabled,
        input ddipl_enabled,
        output sram_done,
        input flashram_read_mode,
        input cfg_unlock,
        output pi_sdram_active,
        output pi_flash_active,
        output pi_debug_address,
        output pi_debug_rw_count,
        output pi_debug_direction,
        output pi_debug_fifo_flags
    );
    modport flashram (
        output flashram_pending,
        input flashram_done,
        output flashram_page,
        output flashram_sector_or_all,
        output flashram_write_or_erase,
        output flashram_read_mode,
        output flashram_write,
        output flashram_address,
        output flashram_wdata
    );
    modport si (
        input eeprom_enabled,
        input eeprom_16k_mode,
        output eeprom_write,
        output eeprom_address,
        input eeprom_rdata,
        output eeprom_wdata,
        output rtc_pending,
        input rtc_done,
        input rtc_wdata_valid,
        output rtc_rdata,
        input rtc_wdata
    );
    modport dd (
        input n64_reset,
        input n64_nmi,
        output dd_write,
        output dd_address,
        input dd_rdata,
        output dd_wdata
    );
    modport bram (
        input flashram_write,
        input flashram_address,
        input flashram_wdata,
        input eeprom_write,
        input eeprom_address,
        output eeprom_rdata,
        input eeprom_wdata,
        input dd_write,
        input dd_address,
        output dd_rdata,
        input dd_wdata
    );
    modport cfg (
        input n64_reset,
        input n64_nmi,
        output cfg_unlock,
        output cfg_pending,
        input cfg_done,
        input cfg_error,
        output cfg_cmd,
        output cfg_rdata,
        input cfg_wdata,
        input cfg_identifier,
        input btn_irq,
        input usb_irq,
        input aux_irq,
        output aux_pending,
        output aux_rdata,
        input aux_wdata
    );
    modport save_counter (
        input eeprom_write,
        input sram_done,
        input flashram_done,
        output save_count
    );
    modport cic (
        output cic_invalid_region,
        input cic_disabled,
        input cic_64dd_mode,
        input cic_region,
        input cic_seed,
        input cic_checksum,
        output cic_debug_step
    );
    modport arbiter (
        input pi_sdram_active,
        input pi_flash_active
    );
endinterface
interface sd_scb ();
    logic [1:0] clock_mode;
    logic clock_stop;
    logic card_busy;
    logic [10:0] rx_count;
    logic [10:0] tx_count;
    logic [5:0] cmd_index;
    logic [31:0] cmd_arg;
    logic [127:0] cmd_rsp;
    logic cmd_start;
    logic cmd_skip_response;
    logic cmd_reserved_response;
    logic cmd_long_response;
    logic cmd_ignore_crc;
    logic cmd_busy;
    logic cmd_error;
    logic dat_fifo_flush;
    logic dat_start_write;
    logic dat_start_read;
    logic dat_stop;
    logic [7:0] dat_blocks;
    logic dat_busy;
    logic dat_error;
    modport controller (
        output clock_mode,
        input card_busy,
        input rx_count,
        input tx_count,
        output cmd_index,
        output cmd_arg,
        input cmd_rsp,
        output cmd_start,
        output cmd_skip_response,
        output cmd_reserved_response,
        output cmd_long_response,
        output cmd_ignore_crc,
        input cmd_busy,
        input cmd_error,
        output dat_fifo_flush,
        output dat_start_write,
        output dat_start_read,
        output dat_stop,
        output dat_blocks,
        input dat_busy,
        input dat_error
    );
    modport clk (
        input clock_mode,
        input clock_stop
    );
    modport cmd (
        input cmd_index,
        input cmd_arg,
        output cmd_rsp,
        input cmd_start,
        input cmd_skip_response,
        input cmd_reserved_response,
        input cmd_long_response,
        input cmd_ignore_crc,
        output cmd_busy,
        output cmd_error
    );
    modport dat (
        output clock_stop,
        output card_busy,
        output rx_count,
        output tx_count,
        input dat_fifo_flush,
        input dat_start_write,
        input dat_start_read,
        input dat_stop,
        input dat_blocks,
        output dat_busy,
        output dat_error
    );
endinterface
interface usb_scb ();
    logic fifo_flush;
    logic fifo_flush_busy;
    logic write_buffer_flush;
    logic [10:0] rx_count;
    logic [10:0] tx_count;
    logic pwrsav;
    logic reset_state;
    logic reset_on_ack;
    logic reset_off_ack;
    modport controller (
        output fifo_flush,
        input fifo_flush_busy,
        output write_buffer_flush,
        input rx_count,
        input tx_count,
        input pwrsav,
        input reset_state,
        output reset_on_ack,
        output reset_off_ack
    );
    modport usb (
        input fifo_flush,
        output fifo_flush_busy,
        input write_buffer_flush,
        output rx_count,
        output tx_count,
        output pwrsav,
        output reset_state,
        input reset_on_ack,
        input reset_off_ack
    );
endinterface
interface vendor_scb ();
    logic control_valid;
    logic [31:0] control_rdata;
    logic [31:0] control_wdata;
    logic [31:0] data_rdata;
    logic [31:0] data_wdata;
    modport controller (
        output control_valid,
        input control_rdata,
        output control_wdata,
        input data_rdata,
        output data_wdata
    );
    modport vendor (
        input control_valid,
        output control_rdata,
        input control_wdata,
        output data_rdata,
        input data_wdata
    );
endinterface
module memory_sdram (
    input clk,
    input reset,
    mem_bus.memory mem_bus,
    output logic sdram_cs,
    output logic sdram_ras,
    output logic sdram_cas,
    output logic sdram_we,
    output logic [1:0] sdram_ba,
    output logic [12:0] sdram_a,
    output logic [1:0] sdram_dqm,
    inout [15:0] sdram_dq
);
    localparam real FREQUENCY = 100_000_000.0;
    localparam bit [2:0] CAS_LATENCY = 3'd2;
    localparam real T_INIT = 100_000.0;
    localparam real T_MRD = 14.0;
    localparam real T_RAS = 37.0;
    localparam real T_RC = 60.0;
    localparam real T_RCD = 15.0;
    localparam real T_REF = 7_812.5;
    localparam real T_RP = 15.0;
    localparam real T_CLK = (1.0 / FREQUENCY) * 1_000_000_000.0;
    const bit [13:0] C_INIT = 14'(int'($ceil(T_INIT / T_CLK)));
    const bit [4:0] C_MRD = 5'(int'($ceil(T_MRD / T_CLK)));
    const bit [2:0] C_RAS = 3'(int'($ceil(T_RAS / T_CLK)));
    const bit [4:0] C_RC = 5'(int'($ceil(T_RC / T_CLK)));
    const bit [4:0] C_RCD = 5'(int'($ceil(T_RCD / T_CLK)));
    const bit [13:0] C_REF = 14'(int'($ceil(T_REF / T_CLK)));
    const bit [4:0] C_RP = 5'(int'($ceil(T_RP / T_CLK)));
    const bit [4:0] INIT_PRECHARGE = 5'd0;
    const bit [4:0] INIT_REFRESH_1 = INIT_PRECHARGE + C_RP;
    const bit [4:0] INIT_REFRESH_2 = INIT_REFRESH_1 + C_RC;
    const bit [4:0] INIT_MODE_REG = INIT_REFRESH_2 + C_RC;
    const bit [4:0] INIT_DONE = INIT_MODE_REG + C_MRD;
    typedef enum bit [3:0] {
        CMD_DESL    = 4'b1111,
        CMD_NOP     = 4'b0111,
        CMD_READ    = 4'b0101,
        CMD_WRITE   = 4'b0100,
        CMD_ACT     = 4'b0011,
        CMD_PRE     = 4'b0010,
        CMD_REF     = 4'b0001,
        CMD_MRS     = 4'b0000
    } e_sdram_cmd;
    e_sdram_cmd sdram_next_cmd;
    logic [15:0] sdram_dq_input;
    logic [15:0] sdram_dq_output;
    logic sdram_dq_output_enable;
    logic [14:0] current_active_bank_row;
    logic request_in_current_active_bank_row;
    always_ff @(posedge clk) begin
        {sdram_cs, sdram_ras, sdram_cas, sdram_we} <= 4'(sdram_next_cmd);
        {sdram_ba, sdram_a} <= 15'd0;
        sdram_dqm <= 2'b00;
        sdram_dq_input <= sdram_dq;
        sdram_dq_output <= mem_bus.wdata;
        sdram_dq_output_enable <= 1'b0;
        case (sdram_next_cmd)
            CMD_READ, CMD_WRITE: begin
                {sdram_ba, sdram_a} <= {mem_bus.address[25:24], 3'b000, mem_bus.address[10:1]};
                sdram_dqm <= (sdram_next_cmd == CMD_WRITE) ? (~mem_bus.wmask) : 2'b00;
                sdram_dq_output_enable <= (sdram_next_cmd == CMD_WRITE);
            end
            CMD_ACT: begin
                {sdram_ba, sdram_a} <= mem_bus.address[25:11];
                current_active_bank_row <= mem_bus.address[25:11];
            end
            CMD_PRE: begin
                {sdram_ba, sdram_a} <= {
                    2'b00,           
                    2'b00,           
                    1'b1,            
                    10'd0            
                };
            end
            CMD_MRS: begin
                {sdram_ba, sdram_a} <= {
                    2'b00,           
                    3'b000,          
                    1'b0,            
                    2'b00,           
                    CAS_LATENCY,     
                    1'b0,            
                    3'b000           
                };
            end
            default: begin end
        endcase
    end
    assign sdram_dq = sdram_dq_output_enable ? sdram_dq_output : 16'hZZZZ;
    always_comb begin
        mem_bus.rdata = sdram_dq_input;
        request_in_current_active_bank_row = mem_bus.address[25:11] == current_active_bank_row;
    end
    typedef enum bit [2:0] {
        S_POWERUP,
        S_INIT,
        S_IDLE,
        S_ACTIVATING,
        S_ACTIVE,
        S_BUSY,
        S_PRECHARGE,
        S_REFRESH
    } e_state;
    e_state state;
    e_state next_state;
    always_ff @(posedge clk) begin
        if (reset) begin
            state <= S_POWERUP;
        end else begin
            state <= next_state;
        end
    end
    logic [13:0] refresh_counter;
    logic [4:0] wait_counter;
    logic [2:0] precharge_counter;
    logic powerup_done;
    logic pending_refresh;
    logic precharge_valid;
    always_ff @(posedge clk) begin
        refresh_counter <= refresh_counter + 1'd1;
        if (refresh_counter == C_INIT) begin
            refresh_counter <= 14'd0;
            powerup_done <= 1'b1;
        end
        if (powerup_done && refresh_counter == C_REF - 14'd1) begin
            refresh_counter <= 14'd0;
            pending_refresh <= 1'b1;
        end
        if (sdram_next_cmd == CMD_REF) begin
            pending_refresh <= 1'b0;
        end
        if (reset) begin
            refresh_counter <= 14'd0;
            powerup_done <= 1'b0;
            pending_refresh <= 1'b0;
        end
        wait_counter <= wait_counter + 1'd1;
        if (state != next_state) begin
            wait_counter <= 5'd0;
        end
        precharge_counter <= precharge_counter + 1'd1;
        if (precharge_counter >= C_RAS - 2'd2) begin
            precharge_valid <= 1'b1;
        end
        if (sdram_next_cmd == CMD_ACT) begin
            precharge_counter <= 3'd0;
            precharge_valid <= 1'b0;
        end
    end
    logic [(CAS_LATENCY):0] read_cmd_ack_delay;
    always_ff @(posedge clk) begin
        mem_bus.ack <= 1'b0;
        read_cmd_ack_delay <= {sdram_next_cmd == CMD_READ, read_cmd_ack_delay[(CAS_LATENCY):1]};
        if (sdram_next_cmd == CMD_WRITE || read_cmd_ack_delay[0]) begin
            mem_bus.ack <= 1'b1;
        end
    end
    always_comb begin
        sdram_next_cmd = CMD_NOP;
        next_state = state;
        case (state)
            S_POWERUP: begin
                sdram_next_cmd = CMD_DESL;
                if (powerup_done) begin
                    next_state = S_INIT;
                end
            end
            S_INIT: begin
                if (wait_counter == INIT_PRECHARGE) begin
                    sdram_next_cmd = CMD_PRE;
                end
                if (wait_counter == INIT_REFRESH_1 || wait_counter == INIT_REFRESH_2) begin
                    sdram_next_cmd = CMD_REF;
                end
                if (wait_counter == INIT_MODE_REG) begin
                    sdram_next_cmd = CMD_MRS;
                end
                if (wait_counter == INIT_DONE) begin
                    next_state = S_IDLE;
                end
            end
            S_IDLE: begin
                if (pending_refresh) begin
                    next_state = S_REFRESH;
                    sdram_next_cmd = CMD_REF;
                end else if (mem_bus.request) begin
                    next_state = S_ACTIVATING;
                    sdram_next_cmd = CMD_ACT;
                end
            end
            S_ACTIVATING: begin
                if (wait_counter == C_RCD - 5'd2) begin
                    next_state = S_ACTIVE;
                end
            end
            S_ACTIVE: begin
                if (pending_refresh && precharge_valid) begin
                    next_state = S_PRECHARGE;
                    sdram_next_cmd = CMD_PRE;
                end else if (mem_bus.request) begin
                    if (request_in_current_active_bank_row) begin
                        next_state = S_BUSY;
                        sdram_next_cmd = mem_bus.write ? CMD_WRITE : CMD_READ;
                    end else if (precharge_valid) begin
                        next_state = S_PRECHARGE;
                        sdram_next_cmd = CMD_PRE;
                    end
                end
            end
            S_BUSY: begin
                if (mem_bus.ack) begin
                    next_state = S_ACTIVE;
                end
            end
            S_PRECHARGE: begin
                if (wait_counter == C_RP - 5'd2) begin
                    next_state = S_IDLE;
                end
            end
            S_REFRESH: begin
                if (wait_counter == C_RC - 5'd2) begin
                    next_state = S_IDLE;
                end
            end
            default: begin
                next_state = S_IDLE;
            end
        endcase
    end
endmodule
$ cat ./run.sh
#!/bin/bash
# OpenROAD 26Q1-2900-gdf79404cd8, Yosys 0.63+post, stock flow scripts
make -C /OpenROAD-flow-scripts/flow DESIGN_CONFIG=/design/flow/config.mk WORK_HOME=/design/flow/orfs finish
==> results.sh <==
# source this file to load flow results
export IMPL_outcome="complete, no violations"
export IMPL_top_area_cell="dfxtp_1"
export IMPL_xor_share=0.0663
export IMPL_ys_flops=39
export IMPL_cts_resized=0
export IMPL_flop_cell="dfxtp_1"
export IMPL_cp_slowest_stage_delay_ns=0.53
export IMPL_ys_area_um2=2110
export IMPL_grt_usage=0.166
export IMPL_grt_pass1_vias=1260
export IMPL_cts_buffer_depth=2
export IMPL_cts_tree="done"
export IMPL_worstMarginPinSlew_ns=0.735
export IMPL_seq_area_frac_synth=0.369
export IMPL_skew_ns=0.00685
export IMPL_dp_slack_ns=2.12
export IMPL_area_delta_synth_final_pct=1.66
export IMPL_final_util=0.533
export IMPL_layout_drive_gt1_share=0.0690
export IMPL_arrival_ns=2.09
export IMPL_postRouteAntennaNets=0
export IMPL_mux_area_frac=0
export IMPL_overflow=0
export IMPL_io_pins=39
export IMPL_crit_type="flip-flop to flip-flop"
export IMPL_warning_count=31
export IMPL_syn_area_per_cell_um2=9.19
export IMPL_critPathRequiredTime_ns=4.34
export IMPL_aoi_share=0.113
export IMPL_postPlaceCellArea_um2=2080
export IMPL_ys_top_logic_family="simple AND/OR/NAND/NOR gates"
export IMPL_adder_share=0.0474
export IMPL_drc_errors=0
export IMPL_synth_cell_types=50
export IMPL_critPathTopFamily="simple AND/OR/NAND/NOR gates"
export IMPL_cts_buffers=5
export IMPL_power_total_uw=886
export IMPL_cap_viol_max_count=0
export IMPL_dieArea_um2=4490
export IMPL_final_common_cell="dfxtp_1"
export IMPL_grt_start_max_net_pins=20
export IMPL_hpwl_um=2360
export IMPL_stdcell_area_um2=2150
export IMPL_port_buffers=8
export IMPL_clkTransAtPathRegs_ns=0.06
export IMPL_clkSinkCount=39
export IMPL_num_rows=23
export IMPL_lay_top_cells="dfxtp_1 (39), conb_1 (32), nor3_1 (14), nand3_1 (13), xor2_1 (12)"
export IMPL_logic_area_um2=1120
export IMPL_use_met2=0.238
export IMPL_rsz0062_at_grt="no"
export IMPL_regArea_um2=781
export IMPL_edf_count=0
export IMPL_use_met1=0.259
export IMPL_place_gp_congestion=0.824
export IMPL_synth_top_area_share=0.369
export IMPL_final_max_slew_viol_count=0
export IMPL_ys_cells=230
export IMPL_drt_iter0_drc=76
export IMPL_viasPerCell=5.26
export IMPL_cts_htree_levels=2
export IMPL_die_w_um=67.0
export IMPL_final_hold_violation_count=0
export IMPL_synth_cells=230
export IMPL_startpoint_type="flip-flop"
export IMPL_firstDrtPassIters=4
export IMPL_finalCritPeriodShare=0.465
export IMPL_setup_slack_ns=2.25
export IMPL_clk_latency_ns=0.28
export IMPL_synthArstFlopShare=0
export IMPL_p_per_area_nw_per_um2=413
export IMPL_setup_viol=0
export IMPL_die_h_um=67.0
export IMPL_grt_pass1_wl_um=5610
export IMPL_hold_path_class="flip-flop to flip-flop"
export IMPL_top_usage_layer="met1"
export IMPL_crit_chain="inv_1 > ha_1 > nor4bb_1 > o22ai_1 > nor4b_2 > nor4_1"
export IMPL_peakVddDrop_mv=0.255
export IMPL_fmax_ghz=0.512
export IMPL_gr_usage_met3=0.0330
export IMPL_antenna_found_initial=0
export IMPL_synth_simple_area_share=0.247
export IMPL_slew_limit_headroom=0.508
export IMPL_syn_area_um2=2110
export IMPL_netlist_top_cells_area="dfxtp_1 (37%), buf_4 (12%), xor2_1 (5.0%)"
export IMPL_critPathCaptureType="flip-flop"
export IMPL_crit_buf_inv=1
export IMPL_period_needed_ns=1.95
export IMPL_fp_util=0.525
export IMPL_yosysWarnings=50
export IMPL_hold_buffers=0
export IMPL_wl_per_cell_um=11.9
export IMPL_crit_fanout=6
export IMPL_fin_setup_tns_ns=0
export IMPL_root_buffer="clkbuf_8"
export IMPL_leakage_nw=0.808
export IMPL_vias=1482
export IMPL_drt_wl_total_um=3370
export IMPL_antennaDiodeCount=0
export IMPL_cts_setup_buffers=0
export IMPL_fillerInstances=368
export IMPL_slowest_stage="nor4b_2"
export IMPL_fp_coreArea_um2=4030
[worst paths after layout]
path                          from         endpoint  slack [ns]  depth (start not counted)
min reg2reg  read_cmd_ack_delay[0]      mem_bus.ack        0.33                          0
max reg2reg        wait_counter[0]  wait_counter[3]        2.25                          6
max                wait_counter[0]  wait_counter[3]        2.25                          6
min          read_cmd_ack_delay[0]      mem_bus.ack        0.33                          0
[synth_stat cells (3+ instances only)]
cell type  number
a211oi_1        3
buf_4          33
clkbuf_1        6
xnor2_1         4
o21ai_0         4
ha_1            8
inv_1           8
nor3_1         14
buf_2           3
a21oi_1         8
nor2_1         10
nand2b_1        4
nand4_1         3
nand3_1        13
nand2_1         6
xor2_1         12
dfxtp_1        39
nor4_1          5
nor3b_1         3
[power by group]
group | total, mW | internal (mW) | switching, mW
clock | 0.222 | 0.110 | 0.111
combinational | 0.172 | 0.0986 | 0.0733
sequential | 0.492 | 0.417 | 0.0757
[sequential cells by signal, indices dropped and copies added (netlist names), 2 cells and up]
register / flops
refresh_counter: 14
state: 3
precharge_counter: 3
read_cmd_ack_delay: 3
wait_counter: 5
sdram_a: 2
[final cells by class]
type                            count  area share
Multi-Input combinational cell    171       0.522
Timing Repair Buffer                8      0.0373
Tap cell                           50      0.0291
Inverter                            8      0.0140
Sequential cell                    39       0.363
Clock buffer                        6      0.0338
[cells by family (layout without fill, tap and decap cells)]
family | count (synthesis) | count (layout)
xor gates and xnor gates | 16 | 16
other | 1 | 32
AOI/OAI and AO/OA | 32 | 32
adders and majority gates | 8 | 8
and+or+nand+nor | 83 | 83
DFF | 39 | 39
buffers and inverters | 51 | 22
[metal layers]
metal  wire length [um]  vias up
met2               1420       46
met4                 47        0
met3                164        5
met1               1740      682
li1                   -      749
met5                  0        -
[per-stage QoR]
step	std cells	hold WS, ns
3_3_place_gp	276	0.311
4_1_cts	282	0.331
5_1_grt	282	0.345
2_1_floorplan	261	0.310
6_report	282	0.328
3_5_place_dp	276	0.313
